--- ./constraint.sdc ---
current_design soc_top

set clk_period 12.1
set clk_io_pct 0.2

create_clock -name clk0 -period $clk_period [get_ports {clk}]

set non_clock_inputs [all_inputs -no_clocks]
set_input_delay [expr $clk_period * $clk_io_pct] -clock clk0 $non_clock_inputs
set_output_delay [expr $clk_period * $clk_io_pct] -clock clk0 [all_outputs]
--- ./run.sh ---
#!/bin/bash
# OpenROAD 26Q1-2900-gdf79404cd8, Yosys 0.63+post, stock flow scripts
make -C /OpenROAD-flow-scripts/flow DESIGN_CONFIG=/design/flow/config.mk WORK_HOME=/design/flow/orfs finish
--- ./config.mk ---
export PLATFORM = sky130hd
export DESIGN_NAME = soc_top
export DESIGN_NICKNAME = soc_top
export VERILOG_FILES = /design/flow/design.v
export SDC_FILE = /design/flow/constraint.sdc
export NUM_CORES = 4
export LEC_CHECK = 1
export CORE_UTILIZATION = 30
--- ./design.v ---
module arm_cortex_m0 (
    input wire clk,
    input wire reset_n,
    output reg [31:0] addr,
    input wire [31:0] data_in,
    output reg [31:0] data_out,
    output reg write_enable,
    output reg read_enable,
    input wire interrupt,
    output reg interrupt_ack
);
    localparam RESET        = 3'b000;
    localparam FETCH        = 3'b001;
    localparam DECODE       = 3'b010;
    localparam EXECUTE      = 3'b011;
    localparam INTERRUPT    = 3'b100;
    localparam INT_SERVICE  = 3'b101;
    reg [2:0] cpu_state;
    reg [2:0] next_state;
    reg [31:0] pc;           
    reg [31:0] instruction;  
    reg [31:0] registers [0:15];  
    reg interrupt_pending;
    reg [7:0] delay_counter;
    reg interrupt_serviced;
    localparam TIMER_BASE_ADDR = 32'h40000000;
    localparam LED_BASE_ADDR   = 32'h40010000;
    localparam RAM_BASE_ADDR   = 32'h20000000;
    always @(posedge clk or negedge reset_n) begin
        if (!reset_n) begin
            cpu_state <= RESET;
            pc <= 32'h00000000;
            addr <= 32'h00000000;
            data_out <= 32'h00000000;
            write_enable <= 1'b0;
            read_enable <= 1'b0;
            interrupt_ack <= 1'b0;
            interrupt_pending <= 1'b0;
            delay_counter <= 8'h00;
            interrupt_serviced <= 1'b0;
        end else begin
            cpu_state <= next_state;
            case (cpu_state)
                RESET: begin
                    pc <= 32'h00000000;
                    write_enable <= 1'b0;
                    read_enable <= 1'b0;
                    interrupt_ack <= 1'b0;
                    interrupt_pending <= 1'b0;
                    delay_counter <= 8'h00;
                end
                FETCH: begin
                    if (interrupt && !interrupt_serviced) begin
                        interrupt_pending <= 1'b1;
                    end
                    addr <= pc;
                    read_enable <= 1'b1;
                    write_enable <= 1'b0;
                end
                DECODE: begin
                    instruction <= data_in;
                    read_enable <= 1'b0;
                    pc <= pc + 4;
                end
                EXECUTE: begin
                    write_enable <= 1'b0;
                    read_enable <= 1'b0;
                end
                INTERRUPT: begin
                    interrupt_ack <= 1'b1;
                    interrupt_serviced <= 1'b1;
                    delay_counter <= 8'h00;
                end
                INT_SERVICE: begin
                    interrupt_ack <= 1'b0;
                    case (delay_counter)
                        8'h00: begin
                            addr <= LED_BASE_ADDR;
                            data_out <= 32'h000000FF;
                            write_enable <= 1'b1;
                            delay_counter <= delay_counter + 1;
                        end
                        8'h01: begin
                            addr <= RAM_BASE_ADDR;
                            data_out <= 32'h00000055;
                            write_enable <= 1'b1;
                            delay_counter <= delay_counter + 1;
                        end
                        8'h10: begin  
                            addr <= LED_BASE_ADDR;
                            data_out <= 32'h00000000;
                            write_enable <= 1'b1;
                            delay_counter <= delay_counter + 1;
                        end
                        8'h11: begin
                            addr <= RAM_BASE_ADDR;
                            data_out <= 32'h00000000;
                            write_enable <= 1'b1;
                            delay_counter <= delay_counter + 1;
                        end
                        8'h12: begin
                            addr <= TIMER_BASE_ADDR + 4;  
                            data_out <= 32'h00000001;
                            write_enable <= 1'b1;
                            delay_counter <= delay_counter + 1;
                        end
                        8'h20: begin
                            write_enable <= 1'b0;
                            interrupt_serviced <= 1'b0;
                            interrupt_pending <= 1'b0;
                        end
                        default: begin
                            write_enable <= 1'b0;
                            delay_counter <= delay_counter + 1;
                        end
                    endcase
                end
            endcase
        end
    end
    always @(*) begin
        case (cpu_state)
            RESET:      next_state = FETCH;
            FETCH:      next_state = interrupt_pending ? INTERRUPT : DECODE;
            DECODE:     next_state = EXECUTE;
            EXECUTE:    next_state = FETCH;
            INTERRUPT:  next_state = INT_SERVICE;
            INT_SERVICE: next_state = (delay_counter >= 8'h20) ? FETCH : INT_SERVICE;
            default:    next_state = RESET;
        endcase
    end
endmodule
module led_gpio_peripheral (
    input wire clk,
    input wire reset_n,
    input wire [15:0] addr,
    input wire [31:0] data_in,
    output reg [31:0] data_out,
    input wire write_enable,
    input wire read_enable,
    output reg [7:0] led_out,
    output wire ready
);
    reg [7:0] led_data_reg;
    reg [7:0] led_direction_reg;   
    reg [7:0] led_input_reg;       
    localparam LED_DATA_REG = 16'h0000;       
    localparam LED_DIR_REG  = 16'h0004;       
    localparam LED_INPUT_REG = 16'h0008;      
    assign ready = 1'b1;
    always @(posedge clk or negedge reset_n) begin
        if (!reset_n) begin
            led_data_reg <= 8'h00;
            led_direction_reg <= 8'hFF;     
            led_out <= 8'h00;
        end else begin
            led_out <= led_data_reg & led_direction_reg;
        end
    end
    always @(posedge clk or negedge reset_n) begin
        if (!reset_n) begin
            data_out <= 32'h00000000;
            led_input_reg <= 8'h00;
        end else begin
            if (read_enable) begin
                case (addr)
                    LED_DATA_REG: begin
                        data_out <= {24'h000000, led_data_reg};
                    end
                    LED_DIR_REG: begin
                        data_out <= {24'h000000, led_direction_reg};
                    end
                    LED_INPUT_REG: begin
                        data_out <= {24'h000000, led_out};
                    end
                    default: begin
                        data_out <= 32'h00000000;
                    end
                endcase
            end else if (write_enable) begin
                case (addr)
                    LED_DATA_REG: begin
                        led_data_reg <= data_in[7:0];
                    end
                    LED_DIR_REG: begin
                        led_direction_reg <= data_in[7:0];
                    end
                    default: begin
                    end
                endcase
                data_out <= 32'h00000000;
            end else begin
                data_out <= 32'h00000000;
            end
        end
    end
endmodule
module memory_peripheral (
    input wire clk,
    input wire reset_n,
    input wire [15:0] addr,
    input wire [31:0] data_in,
    output reg [31:0] data_out,
    input wire write_enable,
    input wire read_enable,
    output wire ready
);
    reg [31:0] ram_memory [0:254];
    reg [7:0] ram_addr;
    integer i;   
    assign ready = 1'b1;
    always @(*) begin
        ram_addr = addr[9:2];   
        if (ram_addr >= 8'd255) begin
            ram_addr = 8'd254;   
        end
    end
    always @(posedge clk or negedge reset_n) begin
        if (!reset_n) begin
            data_out <= 32'h00000000;
            for (i = 0; i < 255; i = i + 1) begin
                ram_memory[i] <= 32'h00000000;
            end
        end else begin
            if (write_enable) begin
                ram_memory[ram_addr] <= data_in;
                data_out <= 32'h00000000;   
            end else if (read_enable) begin
                data_out <= ram_memory[ram_addr];
            end else begin
                data_out <= 32'h00000000;
            end
        end
    end
    wire [31:0] mem_loc_0 = ram_memory[0];
    wire [31:0] mem_loc_1 = ram_memory[1];
    wire [31:0] mem_loc_2 = ram_memory[2];
    wire [31:0] mem_loc_3 = ram_memory[3];
endmodule
module soc_top (
    input wire clk,
    input wire reset_n,
    output wire [7:0] led_out,
    output wire timer_interrupt,
    output wire [7:0] timer_count,
    output wire [31:0] ram_data_out,
    output wire [7:0] ram_addr_debug
);
    wire [31:0] cpu_addr;
    wire [31:0] cpu_data_in;
    wire [31:0] cpu_data_out;
    wire cpu_write_enable;
    wire cpu_read_enable;
    wire cpu_interrupt_ack;
    wire timer_select;
    wire led_select;
    wire ram_select;
    wire [31:0] timer_data_out;
    wire timer_ready;
    wire [31:0] led_data_out;
    wire led_ready;
    wire [31:0] ram_data_out_int;
    wire ram_ready;
    assign timer_select = (cpu_addr[31:16] == 16'h4000);   
    assign led_select   = (cpu_addr[31:16] == 16'h4001);   
    assign ram_select   = (cpu_addr[31:16] == 16'h2000);   
    assign cpu_data_in = timer_select ? timer_data_out :
                        led_select   ? led_data_out :
                        ram_select   ? ram_data_out_int :
                        32'h00000000;
    arm_cortex_m0 cpu_inst (
        .clk(clk),
        .reset_n(reset_n),
        .addr(cpu_addr),
        .data_in(cpu_data_in),
        .data_out(cpu_data_out),
        .write_enable(cpu_write_enable),
        .read_enable(cpu_read_enable),
        .interrupt(timer_interrupt),
        .interrupt_ack(cpu_interrupt_ack)
    );
    timer_peripheral timer_inst (
        .clk(clk),
        .reset_n(reset_n),
        .addr(cpu_addr[15:0]),
        .data_in(cpu_data_out),
        .data_out(timer_data_out),
        .write_enable(cpu_write_enable & timer_select),
        .read_enable(cpu_read_enable & timer_select),
        .interrupt(timer_interrupt),
        .interrupt_ack(cpu_interrupt_ack),
        .ready(timer_ready),
        .timer_count(timer_count)
    );
    led_gpio_peripheral led_inst (
        .clk(clk),
        .reset_n(reset_n),
        .addr(cpu_addr[15:0]),
        .data_in(cpu_data_out),
        .data_out(led_data_out),
        .write_enable(cpu_write_enable & led_select),
        .read_enable(cpu_read_enable & led_select),
        .led_out(led_out),
        .ready(led_ready)
    );
    memory_peripheral ram_inst (
        .clk(clk),
        .reset_n(reset_n),
        .addr(cpu_addr[15:0]),
        .data_in(cpu_data_out),
        .data_out(ram_data_out_int),
        .write_enable(cpu_write_enable & ram_select),
        .read_enable(cpu_read_enable & ram_select),
        .ready(ram_ready)
    );
    assign ram_data_out = ram_data_out_int;
    assign ram_addr_debug = cpu_addr[7:0];
endmodule
module timer_peripheral (
    input wire clk,
    input wire reset_n,
    input wire [15:0] addr,
    input wire [31:0] data_in,
    output reg [31:0] data_out,
    input wire write_enable,
    input wire read_enable,
    output reg interrupt,
    input wire interrupt_ack,
    output wire ready,
    output wire [7:0] timer_count
);
    reg [7:0] count_reg;
    reg [7:0] load_value;
    reg timer_enable;
    reg interrupt_enable;
    reg interrupt_flag;
    reg [15:0] prescaler;
    reg [15:0] prescaler_counter;
    localparam TIMER_COUNT_REG = 16'h0000;   
    localparam TIMER_LOAD_REG  = 16'h0004;   
    localparam TIMER_CTRL_REG  = 16'h0008;   
    localparam TIMER_CLEAR_REG = 16'h000C;   
    localparam TIMER_STATUS_REG = 16'h0010;  
    assign ready = 1'b1;
    assign timer_count = count_reg;
    always @(posedge clk or negedge reset_n) begin
        if (!reset_n) begin
            count_reg <= 8'h0F;            
            load_value <= 8'h0F;
            timer_enable <= 1'b1;          
            interrupt_enable <= 1'b1;      
            interrupt_flag <= 1'b0;
            prescaler <= 16'h00FF;         
            prescaler_counter <= 16'h0000;
            interrupt <= 1'b0;
        end else begin
            if (timer_enable) begin
                if (prescaler_counter >= prescaler) begin
                    prescaler_counter <= 16'h0000;
                    if (count_reg == 8'h00) begin
                        interrupt_flag <= 1'b1;
                        if (interrupt_enable) begin
                            interrupt <= 1'b1;
                        end
                        count_reg <= load_value;  
                    end else begin
                        count_reg <= count_reg - 1'b1;
                    end
                end else begin
                    prescaler_counter <= prescaler_counter + 1'b1;
                end
            end
            if (interrupt_ack) begin
                interrupt <= 1'b0;
                interrupt_flag <= 1'b0;
            end
        end
    end
    always @(posedge clk or negedge reset_n) begin
        if (!reset_n) begin
            data_out <= 32'h00000000;
        end else begin
            if (read_enable) begin
                case (addr)
                    TIMER_COUNT_REG: begin
                        data_out <= {24'h000000, count_reg};
                    end
                    TIMER_LOAD_REG: begin
                        data_out <= {24'h000000, load_value};
                    end
                    TIMER_CTRL_REG: begin
                        data_out <= {30'h00000000, interrupt_enable, timer_enable};
                    end
                    TIMER_STATUS_REG: begin
                        data_out <= {31'h00000000, interrupt_flag};
                    end
                    default: begin
                        data_out <= 32'h00000000;
                    end
                endcase
            end else if (write_enable) begin
                case (addr)
                    TIMER_LOAD_REG: begin
                        load_value <= data_in[7:0];
                    end
                    TIMER_CTRL_REG: begin
                        timer_enable <= data_in[0];
                        interrupt_enable <= data_in[1];
                    end
                    TIMER_CLEAR_REG: begin
                        if (data_in[0]) begin
                            interrupt <= 1'b0;
                            interrupt_flag <= 1'b0;
                        end
                    end
                    default: begin
                    end
                endcase
                data_out <= 32'h00000000;
            end else begin
                data_out <= 32'h00000000;
            end
        end
    end
endmodule
==> metrics.cfg <==
[run_status]
outcome = finished clean

[worst_setup_path]
critPathBufInv = 2
r2r_start = cpu_inst.addr[6]
slowest_stage = clkdlybuf4s50_1
cp_top_family = buffers and inverters
endpoint_kind = output pin
rr_worst_depth = 9
cp_data_required_time_ns = 9.68
reg2reg_slack_ns = 7.79
startpoint_type = register
critPathKind = register to output pin
crit_chain = buf_4 -> clkdlybuf4s50_1
cp_max_fo = 27
critPathArrivalTime_ns = 2.36
max_stage_delay_ns = 0.70
r2r_end = ram_inst.data_out[0]

[global_route]
use_met3_pct = 10.8
busiest_layer = met2
use_met1_pct = 31.0
grt_pass1_vias = 30000
grt_first_pass_wirelength_mm = 223
grtUsageMet2_pct = 32.6
grtUsageTotal_pct = 23.3
antenna_found_initial = 6
grt.overflow.total = 0
grt_max_degree = 126

[cts]
clockBufferDepth = 3
numCtsBuffers = 96
cts_tree = built
post_cts_resized = 0
cts-root-buf = clkbuf_16
clock_latency_ns = 0.69
cts_hold_buf = 0
clock-sinks = 865
h-tree-depth = 3
cts_setup_buffers = 0
clk_pin_slew_worst_paths_ns = 0.06

[synthesis]
ys_area_sq_mm = 0.0407
netlist_area_sq_mm = 0.0407
synth-main-ff-cell = dfrtp_1
ys_sh_adder_pct = 0.246
synthSimpleGateAreaFrac_pct = 10.7
syn_area_per_cell_sq_um = 11.9
synth_flops = 865
ys_sh_aoi_pct = 9.87
synth-warning-count = 59
ys_sh_mux_pct = 21.3
xor_share_pct = 0.344
synth_seq_share_pct = 53.2
syn_inst = 3433
ys_cells = 3433
top_logic_kind = multiplexers
edf_count = 0
synth_cell_types = 79
ys_async_sr_fraction_pct = 100

[floorplan]
core_sq_mm = 0.134
die-area_sq_mm = 0.137
num_rows = 134
dieHeight_um = 370
dieWidth_um = 370
io_pins = 59
fp_util_pct = 30.4

[pwr]
power_frac_seq_pct = 42.9
p_comb_share_pct = 14.9
leakagePower_uw = 0.0207
vdd_drop_max_v = 0.000107
cellInternalPower_uw = 4910
switchingPower_uw = 2090
cellPowerDensity_mw_per_mm2 = 152
power_switching_share_pct = 29.9
p_clk_share_pct = 42.2

[routing]
route.detailed.wl_per_inst_um = 29.6
via_per_inst = 5.76
drt_iter0_drc = 2837
drc = 0
totalWireLength_mm = 155
vias = 30100
detail_route.first_pass.iterations = 6
drtAntennaViolNets = 0

[final_layout]
syn_to_final_growth_pct = 12.7
top_regs = ram_inst.ram_memory: 765 flops, cpu_inst.pc: 30 flops, cpu_inst.addr: 25 flops
largest_register_ffs = 765
top_register = ram_inst.ram_memory
fillers = 13100
drive_gt1_share_pct = 31.8
final_cells = 5233
finalCoreUtilization_pct = 34.2

[sta]
tns_ns = 0
fmaxAchievable_mhz = 209
fin_worst_skew_ns = 0.0378
worst_pin_slew_ns = 1.06
drv_slew = 0
rsz0062_at_grt = false
relSlewSlack_pct = 29.3
finalSetupViolations = 0
period_used_pct = 39.5
min_period_ns = 4.78
report.final.hold_viol_count = 0

[min_path]
hold_depth = 1
hp-class = register to register
holdCritStartpoint = cpu_inst.cpu_state[5]
holdPathEnd = cpu_inst.read_enable

[job]
max_cap_viol_count = 0
warning_count = 44

[placed_design]
hpwlAfterDp_mm = 103
placedCellCount = 5056
routabilityCongestion = 1.07
numPortBuffers = 25

-- power groups by stage --
stage         combinational (uW)  clock [uW]  sequential (uW)
finish                      1040        2950             3000
CTS                         1010        2980             3000
global route                1070        3090             3010
-- worst max-delay path by stage --
stage / start / depth (start not counted) / slack [ns] / end
after CTS: cpu_inst.addr[6] / 2 / 7.33 / ram_addr_debug[6]
after global routing: cpu_inst.addr[6] / 2 / 7.26 / ram_addr_debug[6]
final: cpu_inst.addr[6] / 2 / 7.32 / ram_addr_debug[6]
-- metal layers --
| layer | part of all wire, % | vias up | routed length (um) |
|---|---|---|---|
| met5 | 0.054 | - | 84 |
| met3 | 13 | 430 | 19400 |
| met2 | 42 | 1600 | 65800 |
| li1 | - | 12600 | - |
| met1 | 39 | 15500 | 60200 |
| met4 | 6.0 | 14 | 9350 |
-- placed cells by master, fill, tap and decap left out, drive strengths merged, types with 24 or more instances in the layout --
| cell | netlist | routed |
|---|---|---|
| mux2 | 766 | 766 |
| nand4 | 58 | 58 |
| nand3 | 202 | 202 |
| o21ai | 74 | 74 |
| a22oi | 209 | 209 |
| dfrtp | 860 | 860 |
| clkdlybuf4s50 | 0 | 24 |
| buf | 199 | 116 |
| a222oi | 25 | 25 |
| nor2 | 88 | 88 |
| a21oi | 47 | 47 |
| nor4 | 39 | 39 |
| o22ai | 78 | 78 |
| clkbuf | 127 | 146 |
| conb | 1 | 42 |
| nand2 | 362 | 362 |
| a22o | 27 | 27 |
-- metrics by stage --
stage | cell area [sq um] | hold slack, ns | worst slack (ns) | power (uW)
2_1_floorplan | 40900 | 0.403 | 9.12 | 3580
3_3_place_gp | 42700 | 0.416 | 7.07 | 4050
3_5_place_dp | 42700 | 0.415 | 7.07 | 4060
4_1_cts | 45900 | 0.423 | 7.33 | 6990
5_1_grt | 45900 | 0.441 | 7.26 | 7170
6_report | 45900 | 0.423 | 7.32 | 7000
-- cell usage after synthesis (5+ instances only) --
library cell / n / area share (%)
nand2_1: 362 / 3.3
and3_1: 18 / 0.28
xnor2_1: 7 / 0.15
clkbuf_1: 127 / 1.2
a22o_1: 27 / 0.58
and4b_1: 9 / 0.22
nor4_1: 37 / 0.57
xor2_1: 9 / 0.19
o21ai_0: 72 / 0.88
a21o_1: 5 / 0.092
inv_1: 16 / 0.15
nand3_1: 200 / 2.5
nor2_1: 86 / 0.79
o31ai_1: 12 / 0.22
or4_1: 10 / 0.18
mux2_2: 766 / 21
ha_1: 8 / 0.25
mux2i_1: 5 / 0.12
buf_1: 5 / 0.046
and2_1: 7 / 0.11
nor3_1: 15 / 0.18
a21oi_1: 46 / 0.57
a221oi_1: 20 / 0.43
or3_1: 5 / 0.077
nand4_1: 58 / 0.89
a32oi_1: 5 / 0.11
nor2b_1: 11 / 0.17
buf_2: 115 / 1.4
nor4b_4: 6 / 0.35
nor4bb_1: 8 / 0.20
o211ai_1: 9 / 0.17
a22oi_1: 209 / 3.9
dfstp_2: 5 / 0.32
dfrtp_1: 860 / 53
o22ai_1: 78 / 1.2
o2111ai_1: 6 / 0.13
buf_4: 63 / 1.2
buf_6: 16 / 0.44
a222oi_1: 25 / 0.61
a31oi_1: 19 / 0.29
-- logic make-up after synthesis --
logic type                 Yosys count
DFF                                865
xor gates and xnor gates            16
other                                1
muxes                              771
AOI/OAI and AO/OA                  564
and+or+nand+nor                    866
buffers and inverters              342
adders and majority gates            8
-- cell type report --
class / instances / area [sq um] / share of cell area (%)
clock inverter: 28 / 335 / 0.730
sequential: 865 / 21700 / 47.2
inverter: 16 / 60.1 / 0.131
timing repair buffer: 140 / 1180 / 2.57
tap: 1768 / 2210 / 4.82
multi-input combinational: 2267 / 17600 / 38.4
clock buffer: 146 / 2830 / 6.16
antenna: 3 / 7.51 / 0.0163
-- worst reg2reg max path, delay by kind of cell (launching register included) --
kind	cells	cell delay (ns)
buffers and inverters	2	0.89
AOI/OAI and AO/OA	3	1.35
and+or+nand+nor	4	1.29
DFF	1	0.60
Power is estimated from default activity; no workload was simulated.
