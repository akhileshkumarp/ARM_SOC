==> ./config.mk <==
export PLATFORM = sky130hd
export DESIGN_NAME = fifo
export DESIGN_NICKNAME = fifo
export VERILOG_FILES = /design/flow/design.v
export SDC_FILE = /design/flow/constraint.sdc
export NUM_CORES = 4
export LEC_CHECK = 1
export CORE_UTILIZATION = 30
==> ./constraint.sdc <==
current_design fifo

set clk_period 2.9
set clk_io_pct 0.2

create_clock -name clk0 -period $clk_period [get_ports {clk}]

set non_clock_inputs [all_inputs -no_clocks]
set_input_delay [expr $clk_period * $clk_io_pct] -clock clk0 $non_clock_inputs
set_output_delay [expr $clk_period * $clk_io_pct] -clock clk0 [all_outputs]
==> ./design.v <==
module fifo #(
    parameter DATA_WIDTH = 8,
    parameter FIFO_DEPTH = 8,
    parameter ADDR_WIDTH = 3   
)(
    input wire clk,
    input wire rst_n,
    input wire wr_en,
    input wire rd_en,
    input wire [DATA_WIDTH-1:0] data_in,
    output reg [DATA_WIDTH-1:0] data_out,
    output wire fifo_full,
    output wire fifo_empty
);
    reg [DATA_WIDTH-1:0] fifo_mem [0:FIFO_DEPTH-1];
    reg [ADDR_WIDTH:0] wr_ptr;   
    reg [ADDR_WIDTH:0] rd_ptr;   
    assign fifo_empty = (wr_ptr == rd_ptr);
    assign fifo_full = ((wr_ptr[ADDR_WIDTH-1:0] == rd_ptr[ADDR_WIDTH-1:0]) && 
                        (wr_ptr[ADDR_WIDTH] != rd_ptr[ADDR_WIDTH]));
    always @(posedge clk or negedge rst_n) begin
        if (!rst_n) begin
            wr_ptr <= 0;
        end else if (wr_en && !fifo_full) begin
            fifo_mem[wr_ptr[ADDR_WIDTH-1:0]] <= data_in;
            wr_ptr <= wr_ptr + 1;
        end
    end
    always @(posedge clk or negedge rst_n) begin
        if (!rst_n) begin
            rd_ptr <= 0;
            data_out <= 0;
        end else if (rd_en && !fifo_empty) begin
            data_out <= fifo_mem[rd_ptr[ADDR_WIDTH-1:0]];
            rd_ptr <= rd_ptr + 1;
        end
    end
    integer i;
    initial begin
        for (i = 0; i < FIFO_DEPTH; i = i + 1) begin
            fifo_mem[i] = 8'h00;
        end
    end
endmodule
==> ./run.sh <==
#!/bin/bash
# OpenROAD 26Q1-2900-gdf79404cd8, Yosys 0.63+post, stock flow scripts
make -C /OpenROAD-flow-scripts/flow DESIGN_CONFIG=/design/flow/config.mk WORK_HOME=/design/flow/orfs finish
==> flow_metrics.env <==
# yosys + openroad results
export IMPL_logic_family="AND-OR/OR-AND gates"
export IMPL_final_common_cell="edfxtp_1"
export IMPL_rsz0062_at_grt="no"
export IMPL_die_x_um=107
export IMPL_hpwl_um=4390
export IMPL_finalCritPeriodShare_pct=92.4
export IMPL_ant_nets=0
export IMPL_synthCells=218
export IMPL_vias=1857
export IMPL_drt_initial_drc_count=146
export IMPL_drc_errors=0
export IMPL_die_height_um=107
export IMPL_crit_path_max_incr_delay_ns=0.49
export IMPL_finalClockSkew_ns=0.00689
export IMPL_edf_count=64
export IMPL_num_antenna_cells=0
export IMPL_htreeDepth=3
export IMPL_num_rows=37
export IMPL_cts_buffer_depth=2
export IMPL_fmax_mhz=373
export IMPL_warnings=33
export IMPL_cts_tree="built"
export IMPL_drive_gt1_share_pct=9.76
export IMPL_aoi_share_pct=10.8
export IMPL_place_congestion=0.783
export IMPL_met2_wirelength_um=2910
export IMPL_critPathKind="flop to output port"
export IMPL_crit_fanout=8
export IMPL_grt_max_degree=29
export IMPL_ff_type="edfxtp_1"
export IMPL_antenna_found_initial=0
export IMPL_cts_hold_buf=0
export IMPL_hold_violations=0
export IMPL_clock_sinks=80
export IMPL_finalPower_mw=3.74
export IMPL_grt_overflow=0
export IMPL_cp_end_kind="output port"
export IMPL_status="completed"
export IMPL_synth_chip_area_mm2=0.00329
export IMPL_synth_simple_area_share_pct=8.10
export IMPL_port_buffer_count=21
export IMPL_core_mm2=0.0105
export IMPL_crit_chain="xor2_1, or2_2, nor3_1, clkdlybuf4s50_1"
export IMPL_irDropWorstVdd_mv=0.396
export IMPL_fin_cells=382
export IMPL_cts_setup_buffers=0
export IMPL_holdWs_ns=0.480
export IMPL_syn_avg_cell_area_um2=15.1
export IMPL_async_flop_share_pct=20.0
export IMPL_path_buffers=1
export IMPL_max_slew_margin_pct=50.6
export IMPL_dp_cells=366
export IMPL_grt_usage_pct=12.6
export IMPL_ys_types=41
export IMPL_maxCapViolations=0
export IMPL_cts_buffers=9
export IMPL_root_buffer="clkbuf_8"
export IMPL_ys_seq_share_pct=70.6
export IMPL_routed_wl_um=6540
export IMPL_start_kind="flop"
export IMPL_syn2layout_area_growth_pct=17.3
export IMPL_drt_first_pass_iters=4
export IMPL_wl_per_cell_um=17.1
export IMPL_fin_ws_ns=0.220
export IMPL_mux_share_pct=1.10
export IMPL_cts_resized=0
export IMPL_yosysWarnings=2
export IMPL_adder_share_pct=4.56
export IMPL_grt_pass1_vias=1946
export IMPL_clock_latency_ns=0.34
export IMPL_setup_violations=0
export IMPL_period_needed_ns=2.68
export IMPL_xor_share_pct=2.40
export IMPL_yosys_stat_cells=218
export IMPL_slew_violations=0
export IMPL_via_per_inst=4.86
export IMPL_chipArea_mm2=0.0114
export IMPL_p_leak_nw=1.36
export IMPL_crit_arrival_ns=2.10
export IMPL_top_layer="met4"
export IMPL_synth_area_mm2=0.00329
export IMPL_hold_class="flop to flop"
export IMPL_cpMaxStageDelayCell="clkdlybuf4s50_1"
export IMPL_io_pins=22
export IMPL_grt_first_pass_wirelength_um=10300
export IMPL_crit_family="simple AND/OR/NAND/NOR gates"
export IMPL_lay_top_cells="64 x edfxtp_1, 21 x clkdlybuf4s50_1, 16 x dfrtp_1"
export IMPL_p_per_area_mw_per_mm2=969
export IMPL_fp_util_pct=31.5
export IMPL_required_ns=2.32
export IMPL_synth_seq_cells=80
export IMPL_m1WireLength_um=2930
export IMPL_tightest_slew_ns=0.740
export IMPL_wl_met3_um=573
export IMPL_dpl_worst_slack_ns=0.568
export IMPL_cts_reportedPaths_clkPinSlew_ns=0.08
export IMPL_fin_tns_setup_ns=0
## logic make-up after synthesis
logic type | after synthesis
compound gates | 45
xor+xnor | 9
buf+inv | 19
fa+ha+maj | 12
mux | 3
flops | 80
simple gates | 50
## Yosys cell counts (all sizes together) (3+ instances only)
cell type	count	share of area (%)
a221oi	4	1.1
a22oi	14	3.2
and3	6	1.1
buf	8	1.3
clkbuf	4	0.46
dfrtp	16	12
edfxtp	64	58
ha	12	4.6
inv	7	0.80
nand2	13	1.5
nand3	13	2.0
nor2	5	0.65
o21ai	7	1.1
o22ai	4	0.76
o31ai	4	0.91
xnor2	3	0.80
xor2	6	1.6
## through the flow
step | instance area, µm² | util, %
floorplan | 3290 | -
global route | 3860 | 36.9
global placement | 3650 | 34.9
CTS | 3860 | 36.9
detailed placement | 3650 | 34.9
finish | 3860 | 36.9
## area by class of cell
type | instances | area [µm²]
fill | 997 | 6600
sequential | 80 | 2320
multi-input combinational | 119 | 897
timing repair buffer | 24 | 233
tap | 136 | 170
clock buffer | 11 | 131
clock inverter | 5 | 80.1
inverter | 7 | 26.3
## final timing paths
kind,end,start,depth (start not counted),slack (ns)
min in group asynchronous,wr_ptr[1],rst_n,2,0.59
max in group asynchronous,data_out[6],rst_n,2,2.12
min,data_out[6],data_out[6],2,0.48
max reg2reg,data_out[5],rd_ptr[1],6,0.59
max,fifo_empty,rd_ptr[1],4,0.22
min reg2reg,data_out[6],data_out[6],2,0.48
## power by group
part / internal (mW) / switching [mW]
clock: 0.486 / 0.388
combinational: 0.549 / 0.751
sequential: 1.43 / 0.134
## worst min-delay path: cells and delay by family, from the launching register on
family             cells  cell delay [ns]
DFF                    1             0.35
AOI/OAI and AO/OA      1             0.05
and+or+nand+nor        1             0.05
## state kept, by name, summed over array words and instances (netlist names)
name,count
fifo_mem,64
rd_ptr,4
data_out,8
wr_ptr,4
## layer usage
layer | global-route usage, % | up-vias
met5 | 0 | -
met4 | 2.15 | 0
met3 | 6.01 | 12
met2 | 18.1 | 77
met1 | 18.6 | 885
li1 | - | 883
No activity file was given, so power comes from the tool's default toggle rates.
